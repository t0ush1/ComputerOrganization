**design/flow/run.sh**
```bash
#!/bin/bash
# OpenROAD 26Q1-2900-gdf79404cd8, Yosys 0.63+post, stock flow scripts
make -C /OpenROAD-flow-scripts/flow DESIGN_CONFIG=/design/flow/config.mk WORK_HOME=/design/flow/orfs finish
```
**design/flow/config.mk**
```make
export PLATFORM = sky130hd
export DESIGN_NAME = Calculator
export DESIGN_NICKNAME = Calculator
export VERILOG_FILES = /design/flow/design.v
export SDC_FILE = /design/flow/constraint.sdc
export NUM_CORES = 4
export LEC_CHECK = 1
export CORE_UTILIZATION = 50
```
**design/flow/constraint.sdc**
```tcl
current_design Calculator

set clk_period 27.0
set clk_io_pct 0.2

create_clock -name clk0 -period $clk_period [get_ports {clk_in}]

set non_clock_inputs [all_inputs -no_clocks]
set_input_delay [expr $clk_period * $clk_io_pct] -clock clk0 $non_clock_inputs
set_output_delay [expr $clk_period * $clk_io_pct] -clock clk0 [all_outputs]
```
**design/flow/design.v**
```verilog
module Calculator (
    input clk_in,
    input sys_rstn,
    input [7:0] dip_switch0,
    input [7:0] dip_switch1,
    input [7:0] dip_switch2,
    input [7:0] dip_switch3,
    input [7:0] dip_switch4,
    input [7:0] dip_switch5,
    input [7:0] dip_switch6,
    input [7:0] dip_switch7,
    input [7:0] user_key,
    output [31:0] led_light,
    output [7:0] digital_tube2,
    output digital_tube_sel2,
    output [7:0] digital_tube1,
    output [3:0] digital_tube_sel1,
    output [7:0] digital_tube0,
    output [3:0] digital_tube_sel0,
    input uart_rxd,
    output uart_txd
);
    wire blank;
    wire [7:0] digital_tube0_orig;
    wire [7:0] digital_tube1_orig;
    wire [3:0] digital_tube_sel0_orig;
    wire [3:0] digital_tube_sel1_orig;
    wire [31:0] srcA;
    wire [31:0] srcB;
    wire [31:0] result;
    wire [31:0] abs;
    assign blank = ~sys_rstn | (user_key[0]+user_key[1]+user_key[2]+user_key[3]+user_key[4]+user_key[5]+user_key[6]+user_key[7] != 7);
    assign digital_tube_sel2 = 1'b1;
    assign digital_tube2 = blank | result[31] ? 8'b11111110 : 8'b11111111;
    assign digital_tube0 = blank ? 8'b11111110 : digital_tube0_orig;
    assign digital_tube1 = blank ? 8'b11111110 : digital_tube1_orig;
    assign digital_tube_sel0 = blank ? 4'hF : digital_tube_sel0_orig;
    assign digital_tube_sel1 = blank ? 4'hF : digital_tube_sel1_orig;
    assign led_light = blank ? 32'hFFFF_FFFF : ~result;
    assign srcA = ~{ dip_switch3, dip_switch2, dip_switch1, dip_switch0 };
    assign srcB = ~{ dip_switch7, dip_switch6, dip_switch5, dip_switch4 };
    assign result = ~user_key[0] ? srcA & srcB :
                    ~user_key[1] ? srcA | srcB :
                    ~user_key[2] ? srcA ^ srcB :
                    ~user_key[3] ? srcA + srcB :
                    ~user_key[4] ? srcA - srcB :
                    ~user_key[5] ? srcA >> srcB[4:0] :
                    ~user_key[6] ? $signed($signed(srcA) >>> srcB[4:0]) :
                    ~user_key[7] ? { srcA, srcA } >> srcB[4:0] :
                    32'b0;
    assign abs = result[31] ? -result : result;
    DigitalTube digitalTube0 (
        .clk(clk_in),
        .reset(sys_rstn),
        .WD(abs[15:0]),
        .sel(digital_tube_sel0_orig),
        .code(digital_tube0_orig)
    );
    DigitalTube digitalTube1 (
        .clk(clk_in),
        .reset(sys_rstn),
        .WD(abs[31:16]),
        .sel(digital_tube_sel1_orig),
        .code(digital_tube1_orig)
    );
    assign uart_txd = 1'b1;
endmodule
module DigitalTube (
    input clk,
    input reset,
    input [15:0] WD,
    output reg [3:0] sel,
    output [7:0] code
);
    localparam [127:0] CODE = {
        8'b10000001, 8'b11001111, 8'b10010010, 8'b10000110,
        8'b11001100, 8'b10100100, 8'b10100000, 8'b10001111,
        8'b10000000, 8'b10000100, 8'b10001000, 8'b11100000,
        8'b10110001, 8'b11000010, 8'b10110000, 8'b10111000
    };
    reg [15:0] data;
    reg [3:0] cnt;
    wire [3:0] curData;
    assign curData = sel == 4'b0001 ? data[3:0] :
                    sel == 4'b0010 ? data[7:4] :
                    sel == 4'b0100 ? data[11:8] :
                    sel == 4'b1000 ? data[15:12] :
                    4'b0;
    assign code = CODE[127 - (curData << 3) -: 8];
    always @(posedge clk) begin
        if (~reset) begin
            sel <= 4'b1;
            data <= 16'b0;
            cnt <= 4'd10;
        end
        else begin
            if (cnt == 0) begin
                sel <= { sel[2:0], sel[3] };
                cnt <= 4'd10;
            end else begin
                cnt <= cnt - 1;
            end
            data <= WD;
        end
    end
endmodule
```
==> results.txt <==
Status on the layout run. The cell area that synthesis handed to floorplanning was between 10000 and 15000 um^2. Setup slack closes at 10.60 ns. For this block, the initial DRC count from the detailed router was about 2.1k. Based on the critical path, the design can be clocked at up to 61.0 MHz. Power per cell area landed at 32.7 nW/um^2. Counting distinct cell types in the post-synthesis netlist gives 98.

The area growth from synthesis to layout is 11.5%. By startpoint and endpoint, the worst setup path is classified as in2out. Setup repair after global routing left no endpoint under its margin. STA shows the worst min-delay path finishing at digitalTube1.cnt[0]. Routing resource usage on met2 recorded by global route was 61.3%. Aggregate global-route resource usage landed at 41.9%. The multi-input combinational cells in the finished layout cover a total of 11300 um^2.

Delay of the slowest cell on the worst path landed at between 0.9 and 1 ns. Count of filler cells inserted in the layout landed at 2474. Global route summary, busiest routing layer listed as met2. DRC violations left landed at 0. TritonCTS built the clock tree. Per the run summary, max-cap violations total 0. Met3 usage in global routing landed at 9.06%. The buffer_ports step reported a buffer count of 128.

Slack of the worst reg-to-reg path landed at about 25 ns. In the Yosys report, the sequential cells make up between 7 and 8% of the chip area. TritonCTS created 5 clock buffers. STA lists the endpoint of the worst register-to-register path as digitalTube1.sel[0]. The flow ran to the end, and the final reports show no timing, DRC or antenna violations. Yosys reported that registers with async set or reset make up 0%.

The number of gates resized after CTS was 0. The detailed router placed 15.6k vias in this run. Per the final layout report, the fraction of cells sized above drive strength 1 comes to 9.34%.

CTS H-tree depth landed at 2. The worst hold path belongs to the class reg2reg. The worst setup path is launched from an input pin.

Note, the detailed placer reported a final HPWL of about 44000 um. Maximum vdd drop landed at 0.0230 mV. Register cell area after layout landed at 961 um^2.

Number of search-and-repair iterations in the first detailed-routing pass landed at 32. Flop and latch count out of synthesis landed at 48. Per the post-route antenna check, the number of violating nets is 0. CTS placed an instance of sky130_fd_sc_hd__clkbuf_16 at the clock tree root. After detailed routing, the total wire length is 57300 um.

Number of diodes added for antenna fixing landed at 0. Highest net fanout along the worst path landed at 44. Data on the critical path arrives at its endpoint at around 11 ns. The horizontal die dimension reported for this design is 166 um. In the final routed layout, each cell accounts on average for 25.1 um. Per the CTS log, the buffer count on the longest clock path is 2. In this run the count of I/O pins placed on the die edge is between 100 and 150. The final timing report derives a shortest allowable period of approximately 16 ns.

The initial antenna violation count came to 0. Summed over all failing endpoints, the final setup total negative slack is 0 ns. In the synthesis report, Yosys lists the chip area as 13400 um^2. Wire length of the first global-routing pass landed at 86800 um. Area of the core region landed at 26200 um^2. Total non-filler cell area in the finished layout landed at 14900 um^2. Number of hold violations in the final report landed at 0. Die span in y landed at 166 um.

After technology mapping, the gate count stands at 1907. Pre-CTS worst setup slack landed at 10.84 ns. Yosys mapped a number of flops with a built-in enable equal to 0. Worst clock skew on the final layout landed at approximately 0.0053 ns.

Checking max transition, the worst relative margin is just over 30%. In this run the critical register-to-register path is launched from digitalTube1.cnt[0]. The number of hold buffers added after CTS was 0. Per the STA report, the cell with the highest stage delay on the worst path is sky130_fd_sc_hd__a2111oi_0. Overall overflow remaining after global route landed at 0.

The commonest register cell is sky130_fd_sc_hd__dfxtp_1. In this run the static leakage power is 5.97 nW. The last timing report of the flow puts the setup violation total at 0. The worst hold path begins at digitalTube1.cnt[0]. Per STA, the worst path is made up of clkdlybuf4s50_1 > buf_4 > inv_1 > ha_1 > o211ai_1 > o21a_1 > a21o_1 > a2111oi_0 > nor3_1 > o31ai_1 > mux2i_1 > a31o_2 > buf_4 > and2_1 > clkdlybuf4s50_1. CTS sink count landed at 48. The final critical path takes up between 60% and 70% of the cycle. Number of buffers inserted by post-CTS setup repair landed at 0. Per the detailed placement report, the placed cell area equals around 15000 um^2. Total number of yosys warnings landed at 1. Share of the core filled by cells before placement landed at 51.2%. Clock-pin transition on the worst setup and hold timing paths landed at 0.07 ns. Per the gpl log, the routability congestion estimate is approximately 1.1. STA classifies the critical path endpoint as an output port. Number of global-route vias before repair landed at roughly 14k. The chip occupies 27500 um^2. Largest net degree at the start of global routing landed at 63. The global routing report lists met1 layer usage as roughly three fifths. Number of placement rows landed at 59. Clock insertion delay at the later pin of the skew report landed at slightly below 0.3 ns. Using the TritonRoute via totals, the vias-per-cell ratio works out to 6.84. STA puts the critical path data required time at 21.60 ns. Actual slew at the worst max-slew pin landed at 1.01 ns. Each instance of the synthesized netlist takes up on average 7.03 um^2. Number of cell instances after yosys synthesis landed at around 1.9k. Depth of the worst hold-timing path landed at 1. In the final report, the number of pins over their slew limit comes to 0.

Summing over the stages, the warning tally comes to 100. Worst reg2reg path depth landed at 5.
## synthesized netlist by cell type (all sizes together), types with 16 or more instances
cell | count | share of area (%)
nor2 | 197 | 5.5
nand2 | 157 | 4.4
o21ai | 128 | 4.8
a21oi | 125 | 4.7
inv | 114 | 3.2
ha | 113 | 11
clkbuf | 95 | 2.7
mux2i | 71 | 5.3
buf | 55 | 2.5
nand3 | 53 | 2.0
dfxtp | 48 | 7.2
nor3 | 44 | 1.7
mux2 | 40 | 3.4
nor2b | 37 | 1.7
a211oi | 33 | 1.8
a31oi | 31 | 1.5
mux4 | 31 | 5.2
o211ai | 31 | 1.7
or3 | 29 | 1.4
nand2b | 25 | 1.2
and2 | 23 | 1.1
nor4 | 23 | 1.1
a21o | 21 | 1.2
o22ai | 21 | 0.98
xnor2 | 21 | 1.4
o31ai | 20 | 1.1
a22oi | 18 | 1.0
or2 | 18 | 0.84
nand4 | 17 | 0.79
a2111oi | 16 | 1.2
## how the worst max path moves through the flow
stage | startpoint | endpoint | slack [ns] | cells after the start
CTS | dip_switch4[4] | digital_tube2[0] | 10.82 | 15
global route | dip_switch4[4] | led_light[31] | 10.46 | 15
finish | dip_switch4[4] | digital_tube2[0] | 10.60 | 15
## cell families after synthesis
family,count (synthesis),synth area share (%)
simple gates,689,25.7
other cells,1,0.0280
compound gates,611,31.4
buf+inv,269,8.54
mux,142,13.9
fa+ha+maj,119,11.4
flops,48,7.16
xor+xnor,28,1.83
## cell type report
class / count / share of cell area (%)
multi-input combinational: 1600 / 75.9
clock inverter: 1 / 0.201
inverter: 119 / 2.99
timing repair buffer: 173 / 10.7
clock buffer: 7 / 1.02
sequential: 48 / 6.43
tap: 335 / 2.80
## cell usage in the layout, fill, tap and decap left out, types with 13 or more instances in the layout
cell type                           n
sky130_fd_sc_hd__nor2_1           196
sky130_fd_sc_hd__nand2_1          157
sky130_fd_sc_hd__o21ai_0          127
sky130_fd_sc_hd__a21oi_1          124
sky130_fd_sc_hd__clkdlybuf4s50_1  123
sky130_fd_sc_hd__inv_1            113
sky130_fd_sc_hd__ha_1             113
sky130_fd_sc_hd__mux2i_1           71
sky130_fd_sc_hd__nand3_1           52
sky130_fd_sc_hd__dfxtp_1           48
sky130_fd_sc_hd__buf_4             45
sky130_fd_sc_hd__nor3_1            43
sky130_fd_sc_hd__mux2_2            39
sky130_fd_sc_hd__nor2b_1           37
sky130_fd_sc_hd__a211oi_1          33
sky130_fd_sc_hd__mux4_2            31
sky130_fd_sc_hd__o211ai_1          31
sky130_fd_sc_hd__a31oi_1           30
sky130_fd_sc_hd__or3_1             29
sky130_fd_sc_hd__nand2b_1          25
sky130_fd_sc_hd__and2_1            23
sky130_fd_sc_hd__nor4_1            23
sky130_fd_sc_hd__a21o_1            21
sky130_fd_sc_hd__o22ai_1           21
sky130_fd_sc_hd__xnor2_1           21
sky130_fd_sc_hd__o31ai_1           20
sky130_fd_sc_hd__a22oi_1           18
sky130_fd_sc_hd__or2_2             18
sky130_fd_sc_hd__nand4_1           17
sky130_fd_sc_hd__a41oi_1           14
sky130_fd_sc_hd__a2111oi_0         13
## worst max-delay path: cells and delay by family
family	cells	cell delay, ns
fa+ha+maj	1	0.67
simple gates	2	0.37
compound gates	6	2.25
mux	1	0.23
buf+inv	5	2.05
## sequential cells by signal, indices dropped and copies added (netlist names)
register,count
digitalTube0.data,16
digitalTube1.data,16
digitalTube0.cnt,4
digitalTube0.sel,4
digitalTube1.cnt,4
digitalTube1.sel,4
## metal layers
layer / vias up / share of wire [%]
met5: - / 0
met3: 164 / 11
li1: 7190 / -
met2: 986 / 42
met1: 7268 / 41
met4: 0 / 5.9
## where the power goes
part	total [W]	switching [W]	internal (W)
combinational	0.000331	0.000205	0.000125
clock	0.0000746	0.0000259	0.0000487
sequential	0.0000832	0.00000384	0.0000794
## metrics by stage
stage	utilization (%)	hold slack [ns]	total power, W	cells
after detailed placement	56.3	0.449	0.000404	2275
after CTS	57.0	0.457	0.000480	2283
after global routing	57.0	0.476	0.000517	2283
after floorplan	-	0.426	0.000295	1917
final	57.0	0.454	0.000489	2283
after global placement	56.3	0.440	0.000402	2275
No activity file was given, so power comes from the tool's default toggle rates.

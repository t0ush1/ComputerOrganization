==> flow/design.v <==
`timescale 1ns / 1ps
module DT (
    input clk,
    input reset,
    input [3:0] byteEn,
    input Addr,
    input [31:0] WD_orig,
    output [31:0] RD,
    output [7:0] code0,
    output [7:0] code1,
    output [7:0] code2,
    output reg [3:0] sel0,
    output reg [3:0] sel1,
    output reg sel2
);
    localparam [127:0] CODE = {
        8'b10000001, 8'b11001111, 8'b10010010, 8'b10000110,
        8'b11001100, 8'b10100100, 8'b10100000, 8'b10001111,
        8'b10000000, 8'b10000100, 8'b10001000, 8'b11100000,
        8'b10110001, 8'b11000010, 8'b10110000, 8'b10111000
    };
    localparam CYCLE = 100;
    reg [31:0] mem [1:0];
    reg [31:0] WD;
    reg [31:0] cnt;
    wire [3:0] curData0;
    wire [3:0] curData1;
    assign curData0 = sel0 == 4'b0001 ? mem[0][3:0] :
                    sel0 == 4'b0010 ? mem[0][7:4] :
                    sel0 == 4'b0100 ? mem[0][11:8] :
                    sel0 == 4'b1000 ? mem[0][15:12] :
                    4'b0;
    assign curData1 = sel1 == 4'b0001 ? mem[0][19:16] :
                    sel1 == 4'b0010 ? mem[0][23:20] :
                    sel1 == 4'b0100 ? mem[0][27:24] :
                    sel1 == 4'b1000 ? mem[0][31:28] :
                    4'b0;
    assign code0 = CODE[127 - (curData0 << 3) -: 8];
    assign code1 = CODE[127 - (curData1 << 3) -: 8];
    assign code2 = CODE[127 - (mem[1][3:0] << 3) -: 8];
    assign RD = mem[Addr];
    always @(*) begin
		WD = RD;
		if (byteEn[3]) WD[31:24] = WD_orig[31:24];
		if (byteEn[2]) WD[23:16] = WD_orig[23:16];
		if (byteEn[1]) WD[15:8] = WD_orig[15:8];
		if (byteEn[0]) WD[7:0] = WD_orig[7:0];
	end
    always @(posedge clk) begin
        if (reset) begin
            sel0 <= 4'b1;
            sel1 <= 4'b1;
            sel2 <= 1'b1;
            cnt <= CYCLE;
            mem[0] <= 32'b0;
            mem[1] <= 32'b0;
        end
        else if (|byteEn) begin
            mem[Addr] <= Addr ? { 28'b0, WD[3:0] } : WD;
        end else begin
            if (cnt == 0) begin
                sel0 <= { sel0[2:0], sel0[3] };
                sel1 <= { sel1[2:0], sel1[3] };
                cnt <= CYCLE;
            end else begin
                cnt <= cnt - 1;
            end
        end
    end
endmodule
==> flow/run.sh <==
#!/bin/bash
# OpenROAD 26Q1-2900-gdf79404cd8, Yosys 0.63+post, stock flow scripts
make -C /OpenROAD-flow-scripts/flow DESIGN_CONFIG=/design/flow/config.mk WORK_HOME=/design/flow/orfs finish
==> flow/config.mk <==
export PLATFORM = sky130hd
export DESIGN_NAME = DT
export DESIGN_NICKNAME = DT
export VERILOG_FILES = /design/flow/design.v
export SDC_FILE = /design/flow/constraint.sdc
export NUM_CORES = 4
export LEC_CHECK = 1
export CORE_UTILIZATION = 50
==> flow/constraint.sdc <==
current_design DT

set clk_period 16.6
set clk_io_pct 0.2

create_clock -name clk0 -period $clk_period [get_ports {clk}]

set non_clock_inputs [all_inputs -no_clocks]
set_input_delay [expr $clk_period * $clk_io_pct] -clock clk0 $non_clock_inputs
set_output_delay [expr $clk_period * $clk_io_pct] -clock clk0 [all_outputs]
==> reports/summary.txt <==
Worst Hold Class: flop to flop
Crit path arrival time: 4.65 ns
CTS max path bufs: 2
CP Launch Type: input port
Max Clk Rate: 125 MHz
die x size: 114 µm
fillers: 967
critical path, cell by cell: buf_2 > buf_4 > mux2_2 > clkdlybuf4s50_1
Max-Cap Viols: 0
Worst Skew: 0.00811 ns
global route overflow: 0
I/O pin count: 104
CP top delay family: buffers and inverters
Remaining DRCs: 0
Worst-path clk slew: 0.07 ns
CTS tree: yes
first-pass GRT wire length: 22,600 µm
Yosys Instances: 663
htree depth: 3
Worst Hold End: cnt[3]
Worst VDD drop: 0.0706 mV
worst r2r src: cnt[4]
largest net degree at the start of global routing: 35
RSZ-0062 raised after global routing: false
number of port buffers: 102
# hold bufs at CTS: 0
Seq share, synth: 0.432
CTS Buf Count: 9
worst hold slack: 0.514 ns
Tcrit/Tclk final: 0.480
postcts setup bufs: 0
total power draw: 634 µW
Worst Path Max Fanout: 34
wire per inst: 14.4 µm
main area contributors: edfxtp_1 (30%), dfxtp_1 (13%), nor2_1 (6.6%)
Cell Type Count: 68
share of layout cells above drive strength 1: 0.0928
Registers, synthesis: 104
Worst EP required: 13.28 ns
critical path capture point type: output pin
WL final: 13,600 µm
Core ar.: 12,200 µm²
Pwr Density: 81.3 nW/µm²
tally of yosys warning messages: 1
final setup fails: 0
antenna-violating nets left: 0
critical setup path kind: input port to output pin
Crit-path slowest cell: clkdlybuf4s50_1
vias per cell: 5.35
Netlist Area Pre-Place: 6300 µm²
final hold violation count: 0
ys async rst share: 0
Synth area leader: edfxtp_1
flop2flop setup slack: 13.47 ns
die height: 114 µm
Tmin final: 7.97 ns
num rows: 40
vias in the first global route: 4,571
gpl congestion: 0.911
status: complete, no violations
OpenROAD warnings: 42
area delta synth->final: 23.7%
most frequent cells in the layout: nor2_1 (110), clkdlybuf4s50_1 (101), edfxtp_1 (64)
Min-Delay Startpoint: cnt[3]
worst hold path cell count: 2
Slew @ Worst Pin: 0.805 ns
CTS Sinks: 104
clk root buf: clkbuf_16
P_leak: 0.00286 µW
initial antenna violation count: 0
YS chip area: 6300 µm²
Dominant cell area share: 0.305
drt first pass iters: 5
1st-iter DRT viols: 429
RR Endpoint: cnt[17]
via count: 5,053
Tot GR Track Use: 0.229
Late-Pin Clk Latency: 0.35 ns
placed wire-length estimate: 9680 µm
Post-synth EDFFs: 64
syn_area_per_cell: 9.51 µm²
Crit path largest cell delay: 0.42 ns
Post-synth top flop: edfxtp_1
CTS resizes: 0
top logic cell by instance count in the layout: nor2_1
Reg2Reg Depth: 6
ANT cells: 0
Mapped Cells: 663
Slew Limit Headroom: 0.463
Buf+Inv Stages, Crit Path: 3
Core Util at FP: 0.518
Slew Viols, Final: 0
chip area: 13,100 µm²
setup tns final: 0 ns
-- cell families (layout without fill, tap and decap cells) --
family / Yosys count / count (layout) / share of synthesized area
AND/OR/NAND/NOR: 304 / 304 / 0.252
flip-flops: 104 / 104 / 0.432
AND-OR/OR-AND: 93 / 93 / 0.102
buffers and inverters: 56 / 142 / 0.0377
multiplexers: 49 / 49 / 0.0850
XOR/XNOR: 34 / 34 / 0.0484
adder cells (fa/ha/maj): 21 / 21 / 0.0417
other: 2 / 29 / 0.00119
-- power by group --
group	switching (µW)	internal [µW]
Combinational	59.0	73.8
Sequential	7.77	291
Clock	95.3	108
-- synthesized netlist by cell type, types with 6 or more instances --
library cell  count
xor2_1           16
dfxtp_1          40
and2_1            9
nor4b_1           7
inv_1            15
o21ai_0          16
nand2b_1          6
nor2b_1          31
edfxtp_1         64
nor4_1            8
nand2_1          23
nor3_1           48
clkbuf_1         30
mux2_2           32
ha_1             21
mux2i_1          16
nand3_1          14
or3_1             9
nor2_1          110
a211oi_1          8
nand3b_1          9
xnor2_1          17
a21oi_1          25
-- metrics by stage --
step / setup slack [ns] / utilization / cells / cell area, µm²
4_1_cts: 8.62 / 0.641 / 944 / 7790
3_5_place_dp: 8.63 / 0.617 / 928 / 7510
5_1_grt: 8.56 / 0.641 / 944 / 7790
2_1_floorplan: 9.04 / - / 690 / 6400
6_report: 8.63 / 0.641 / 944 / 7790
3_3_place_gp: 8.65 / 0.617 / 928 / 7510
-- tightest hold or removal path, delay by kind of cell, from the launching register on --
family | cells | cell delay, ns
AND-OR/OR-AND | 2 | 0.14
flip-flops | 1 | 0.33
-- area by class of cell --
type                       count  area (µm²)  area share
inverter                      17        63.8     0.00819
clock buffer                  10         239      0.0307
tap                          168         210      0.0270
timing repair buffer         109        1070       0.137
multi-input combinational    530        3440       0.442
clock inverter                 6        46.3     0.00594
sequential                   104        2720       0.349
-- flip-flops by register name, indices dropped and copies added, names as in the netlist --
name and flops:
mem 64, sel0 4, cnt 32, sel1 4
-- layer usage --
layer,wire (µm),vias to the layer above,share of wire,GRT usage
li1,-,2577,-,-
met1,6270,2333,0.46,0.374
met2,6330,132,0.47,0.343
met3,856,11,0.063,0.0507
met4,140,0,0.010,0.0251
met5,0,-,0,0
-- worst max path at each step --
stage | start | to | slack [ns] | cells after the start
final | Addr | RD[23] | 8.63 | 4
after CTS | Addr | RD[18] | 8.62 | 4
after global routing | Addr | RD[20] | 8.56 | 4
Power figures rest on the tool's default switching activity, not on a simulated workload.

==> design.v <==
`timescale 1ns / 1ps
module TC(
    input clk,
    input reset,
    input [3:2] Addr,
    input WE,
    input [31:0] Din,
    output [31:0] Dout,
    output IRQ
    );
	reg [1:0] state;
	reg [31:0] mem [2:0];
	reg _IRQ;
	assign IRQ = mem[0][3] & _IRQ;
	assign Dout = mem[Addr];
	wire [31:0] load = Addr == 0 ? {28'h0, Din[3:0]} : Din;
	integer i;
	always @(posedge clk) begin
		if(reset) begin
			state <= 0; 
			for(i = 0; i < 3; i = i+1) mem[i] <= 0;
			_IRQ <= 0;
		end
		else if(WE) begin
			mem[Addr] <= load;
		end
		else begin
			case(state)
				2'b00 : if(mem[0][0]) begin
					state <= 2'b01;
					_IRQ <= 1'b0;
				end
				2'b01 : begin
					mem[2] <= mem[1];
					state <= 2'b10;
				end
				2'b10  : 
					if(mem[0][0]) begin
						if(mem[2] > 1) mem[2] <= mem[2]-1;
						else begin
							mem[2] <= 0;
							state <= 2'b11;
							_IRQ <= 1'b1;
						end
					end
					else state <= 2'b00;
				default : begin
					if(mem[0][2:1] == 2'b00) mem[0][0] <= 1'b0;
					else _IRQ <= 1'b0;
					state <= 2'b00;
				end
			endcase
		end
	end
endmodule
==> run.sh <==
#!/bin/bash
# OpenROAD 26Q1-2900-gdf79404cd8, Yosys 0.63+post, stock flow scripts
make -C /OpenROAD-flow-scripts/flow DESIGN_CONFIG=/design/flow/config.mk WORK_HOME=/design/flow/orfs finish
==> config.mk <==
export PLATFORM = sky130hd
export DESIGN_NAME = TC
export DESIGN_NICKNAME = TC
export VERILOG_FILES = /design/flow/design.v
export SDC_FILE = /design/flow/constraint.sdc
export NUM_CORES = 4
export LEC_CHECK = 1
export CORE_UTILIZATION = 30
==> constraint.sdc <==
current_design TC

set clk_period 9.8
set clk_io_pct 0.2

create_clock -name clk0 -period $clk_period [get_ports {clk}]

set non_clock_inputs [all_inputs -no_clocks]
set_input_delay [expr $clk_period * $clk_io_pct] -clock clk0 $non_clock_inputs
set_output_delay [expr $clk_period * $clk_io_pct] -clock clk0 [all_outputs]
==> impl_metrics.py <==
# Metrics from the implementation run
metrics = {
    "status": {
        "status": "finished, final reports clean",
    },
    "logic_synthesis": {
        "edf_count": 128,
        "syn_area_sq_mm": 0.00680,
        "synth_warnings": 1,
        "xor_share": 0.0348,
        "async_flop_share": 0,
        "fa_ha_area_frac": 0.00368,
        "aoi_share": 0.0602,
        "seq_area_frac_synth": 0.580,
        "synthTopLogicFamily": "simple AND/OR/NAND/NOR gates",
        "yosys-stat-cells": 552,
        "yosysChipArea_sq_mm": 0.00680,
        "flop_cell": "edfxtp_1",
        "yosysUniqueCellTypes": 54,
        "yosys_register_bits": 133,
        "syn_area_per_cell_sq_um": 12.3,
        "simple_gate_share": 0.187,
        "mux_share": 0.108,
        "synthCells": 552,
    },
    "sta": {
        "tns_ps": 0,
        "rsz0062_at_grt": "false",
        "skew_ps": 7.54,
        "period_used_share": 0.574,
        "hold_viol_final": 0,
        "slew_headroom": 0.538,
        "worstMarginPinSlew_ps": 693,
        "fin_crit_ps": 5630,
        "setup_viol": 0,
        "fmax_ghz": 0.178,
        "drv_slew": 0,
    },
    "power_and_ir_drop": {
        "leakagePower_uw": 0.00313,
        "power_density_mw_per_mm2": 175,
        "power_uw": 1500,
        "ir_drop_mv": 0.118,
    },
    "cts": {
        "cts_tree": "yes",
        "cts_buffer_depth": 2,
        "cts.htree.levels": 4,
        "postCtsHoldBufs": 0,
        "clkLatencyLatePin_ps": 420,
        "cts_buffers": 17,
        "cts.sink_count": 133,
        "cts-root-buf": "clkbuf_16",
        "clkSlewWorstSetupHoldPaths_ps": 60,
        "post_cts_buffers": 0,
        "cts_resized": 0,
    },
    "worst_setup_path": {
        "endpoint_kind": "output port",
        "crit_fanout": 37,
        "startpoint_type": "primary input",
        "crit_family": "buffers and inverters",
        "critPathKind": "primary input to output port",
        "crit_buf_inv": 3,
        "slowest_stage": "mux4_2",
        "path_cells": "buf_2 > buf_4 > mux4_2 > clkdlybuf4s50_1",
        "arrival_ps": 3670,
        "slowest_delay_ps": 620,
        "crit_required_ps": 7840,
    },
    "global_route": {
        "grt_usage": 0.174,
        "grt_overflow": 0,
        "grt_pass1_wl_um": 29100,
        "grt_pass1_vias": 5018,
        "grt_max_degree": 40,
        "antenna_found_initial": 0,
    },
    "flow_run": {
        "drv_cap": 0,
        "warnings": 26,
    },
    "finish": {
        "areaGrowthSynthToFinish_pct": 26.1,
        "nFillCells": 2082,
        "drive_gt1_frac": 0.156,
        "mi_logic_area_sq_mm": 0.00281,
        "register_area_sq_mm": 0.00394,
    },
    "floorplan": {
        "die_h_um": 153,
        "die-width_um": 153,
        "dieArea_sq_mm": 0.0233,
        "io_pins": 70,
        "core_area_sq_mm": 0.0220,
        "fp_util": 0.309,
        "rows": 54,
    },
    "drt": {
        "route.detailed.drc": 0,
        "finalWirelength_um": 18300,
        "via_count": 4942,
        "drt_first_pass_iters": 18,
        "diodes": 0,
        "drtIter0Drc": 348,
        "vias_per_cell": 5.25,
        "routedWlPerCell_um": 19.4,
        "final_antenna_net_count": 0,
    },
    "placement": {
        "io_buffers": 69,
        "dp_hpwl_um": 12000,
        "gp_congestion": 0.835,
    },
    "min_path": {
        "hp-class": "flip-flop to flip-flop",
    },
}
## cell usage in the layout, fill, tap and decap left out, types with 6 or more instances in the layout
| master | netlist | layout |
|---|---|---|
| nor3_1 | 24 | 23 |
| clkdlybuf4s50_1 | 0 | 67 |
| conb_1 | 1 | 28 |
| clkbuf_16 | 0 | 17 |
| or3_1 | 6 | 6 |
| nor4_1 | 13 | 11 |
| xor2_1 | 19 | 19 |
| mux4_2 | 32 | 32 |
| inv_1 | 8 | 8 |
| nand2_1 | 43 | 43 |
| a21oi_1 | 20 | 20 |
| xnor2_1 | 8 | 8 |
| and3_1 | 12 | 12 |
| or4_1 | 6 | 6 |
| and2_1 | 14 | 14 |
| nor2_1 | 81 | 81 |
| buf_4 | 0 | 19 |
| edfxtp_1 | 128 | 128 |
| nand3_1 | 30 | 30 |
| nor4_2 | 4 | 6 |
| a221oi_1 | 9 | 9 |
## layout make-up
cell class                 instances  share of cell area
tap                              280              0.0409
multi-input combinational        401               0.328
clock inverter                    15              0.0218
sequential                       133               0.460
inverter                           8             0.00350
clock buffer                      17              0.0496
timing repair buffer              88              0.0961
## sequential cells by signal, indices dropped and copies added, names as in the netlist
name	count
mem	128
state	4
_IRQ	1
## layer usage
layer  part of all wire  routed length, um  track usage  vias up
met3               0.10               1830       0.0788       15
met4             0.0097                178       0.0168        2
met1               0.42               7710        0.251     2410
met5             0.0023                 42       0.0145        -
met2               0.47               8500        0.261      230
li1                   -                  -            -     2285
## through the flow
| step | instance area, sq um | instances | setup WS, ps | hold WS, ps | util |
|---|---|---|---|---|---|
| after floorplan | 6900 | 579 | 4210 | 423 | - |
| after global placement | 7960 | 910 | 4130 | 440 | 0.361 |
| after detailed placement | 7960 | 910 | 4130 | 450 | 0.361 |
| after CTS | 8570 | 942 | 4130 | 458 | 0.389 |
| after global routing | 8570 | 942 | 4040 | 492 | 0.389 |
| final | 8570 | 942 | 4170 | 458 | 0.389 |
## cells by family after synthesis
| family | after synthesis |
|---|---|
| AND/OR/NAND/NOR | 253 |
| AND-OR/OR-AND | 58 |
| buffers and inverters | 45 |
| flip-flops | 133 |
| multiplexers | 33 |
| XOR/XNOR | 27 |
| adder cells (fa/ha/maj) | 2 |
| other | 1 |
## report_power, final
part | internal [uW] | leakage, uW | switching (uW)
clock | 422 | 0.000290 | 240
combinational | 81.6 | 0.00153 | 75.1
sequential | 659 | 0.00131 | 20.2
total | 1160 | 0.00313 | 335
## path summary, 6_finish.rpt
| kind | depth (start not counted) | slack [ps] | endpoint | from |
|---|---|---|---|---|
| setup / recovery | 4 | 4170 | Dout[12] | Addr[2] |
| hold / removal | 2 | 460 | state[3]$_DFF_P_ | state[3]$_DFF_P_ |
| setup reg to reg | 6 | 6930 | mem[2][22]$_SDFFCE_PN0P_ | mem[2][5]$_SDFFCE_PN0P_ |
| hold reg to reg | 2 | 460 | state[3]$_DFF_P_ | state[3]$_DFF_P_ |
## worst register-to-register path, delay by kind of cell, from the launching register on
| kind | cells | cell delay (ps) |
|---|---|---|
| AND/OR/NAND/NOR | 4 | 1750 |
| flip-flops | 1 | 470 |
| AND-OR/OR-AND | 1 | 280 |
| XOR/XNOR | 1 | 120 |
## synth_stat cells (all sizes together), types with 2 or more instances
library cell / n / area (sq um)
edfxtp: 128 / 3840
nor2: 82 / 310
nand2: 43 / 161
mux4: 32 / 721
clkbuf: 31 / 116
nand3: 30 / 150
nor3: 24 / 120
a21oi: 20 / 100
xor2: 19 / 166
nor4: 18 / 153
and2: 14 / 87.6
and3: 12 / 75.1
a221oi: 9 / 78.8
inv: 8 / 30.0
xnor2: 8 / 70.1
buf: 6 / 31.3
o21ai: 6 / 30.0
or2: 6 / 37.5
or3: 6 / 37.5
or4: 6 / 45.0
dfxtp: 5 / 100
a31oi: 4 / 40.0
nand4: 4 / 25.0
nand2b: 3 / 18.8
o211ai: 3 / 22.5
a32o: 2 / 20.0
and4: 2 / 17.5
ha: 2 / 25.0
o31ai: 2 / 15.0
No activity file was given, so power comes from the tool's default toggle rates.
